**flow/config.mk**
```make
export PLATFORM = sky130hd
export DESIGN_NAME = my_add16
export DESIGN_NICKNAME = my_add16
export VERILOG_FILES = /design/flow/design.v
export SDC_FILE = /design/flow/constraint.sdc
export NUM_CORES = 4
export LEC_CHECK = 1
export CORE_AREA = 10 10 70 70
export DIE_AREA = 0 0 80 80
```
**flow/run.sh**
```bash
#!/bin/bash
# OpenROAD 26Q1-2900-gdf79404cd8, Yosys 0.63+post, stock flow scripts
make -C /OpenROAD-flow-scripts/flow DESIGN_CONFIG=/design/flow/config.mk WORK_HOME=/design/flow/orfs finish
```
**flow/constraint.sdc**
```tcl
current_design my_add16

set clk_period 10.9
set clk_io_pct 0.2

create_clock -name clk0 -period $clk_period

set non_clock_inputs [all_inputs -no_clocks]
set_input_delay [expr $clk_period * $clk_io_pct] -clock clk0 $non_clock_inputs
set_output_delay [expr $clk_period * $clk_io_pct] -clock clk0 [all_outputs]
```
**flow/design.v**
```verilog
module my_add16 (input shortint a, b,
                 output shortint out);
   bit                           carry0,
                                 carry1,
                                 carry2,
                                 carry3,
                                 carry4,
                                 carry5,
                                 carry6,
                                 carry7,
                                 carry8,
                                 carry9,
                                 carry10,
                                 carry11,
                                 carry12,
                                 carry13,
                                 carry14;
   my_halfadder h0(a[15], b[15], out[15], carry0);
   my_fulladder h1(a[14], b[14], carry0, out[14], carry1),
     h2(a[13], b[13], carry1, out[13], carry2),
     h3(a[12], b[12], carry2, out[12], carry3),
     h4(a[11], b[11], carry3, out[11], carry4),
     h5(a[10], b[10], carry4, out[10], carry5),
     h6(a[9], b[9], carry5, out[9], carry6),
     h7(a[8], b[8], carry6, out[8], carry7),
     h8(a[7], b[7], carry7, out[7], carry8),
     h9(a[6], b[6], carry8, out[6], carry9),
     h10(a[5], b[5], carry9, out[5], carry10),
     h11(a[4], b[4], carry10, out[4], carry11),
     h12(a[3], b[3], carry11, out[3], carry12),
     h13(a[2], b[2], carry12, out[2], carry13),
     h14(a[1], b[1], carry13, out[1], carry14);
   xor(out[0], a[0], b[0], carry14);
endmodule
module my_fulladder (input a, b, c,
                     output sum, carry);
   bit                      sum0, carry0, carry1;
   my_halfadder h0(a, b, sum0, carry0),
     h1(sum0, c, sum, carry1);
   or (carry, carry0, carry1);
endmodule
module my_halfadder (input a, b,
                     output sum, carry);
   bit                      c, d, e;
   nand (c, a, b),
     (carry, c, c),
     (d, c, a),
     (e, c, b),
     (sum, d, e);
endmodule
```
==> results.txt <==
Final Setup Violations - 0
Die Area - 6400 um2
YS chip area - 448 um2
Share of layout cells above drive strength 1 - 8.70%
Synth Instances - 36
# clk buffers - 0
Avg WL per Cell - 13.1 um
IO Port Bufs - 48
Die Y - 80 um
Post-synthesis sequential area ratio - 0%
P&R area growth vs syn - 98.3%
Number of iterations in the first detailed-routing pass - 2
Yosys warning total - 0
Post-route insts no fill - 115
GPL Wtd Cong - 0.889
Worst setup EP type - primary output
Hold slack - 5400 ps
Antenna violations before repair - 0
Worst Path Required - 8720 ps
Yosys cell count - 36
Die width - 80 um
Top cell area share - 62.6%
Power density over the cells - 53.9 nW/um2
Sequential cell area - 0 um2
Unrepaired setup endpoints after global routing - no
Startpoint types - input pin
# rows - 21
Max-cap violations - 0
Met2 WL - 380 um
Most frequent logic cell in the layout - clkdlybuf4s50_1
Area of the core - 3420 um2
Hold endpoint - out[14]
Post-DP Area - 873 um2
Largest area contributor in the netlist - fa_1
I/O pin cnt - 48
Final TNS setup - 0 ps
Hold_sp - b[14]
Most frequent logic cells in the routed design - clkdlybuf4s50_1, fa_1, fa_2, inv_1
Crit-path max FO - 1
Hold Path Class - in -> out
Flip-flops - 0
Placed Instances - 115
Largest net degree at the start of global routing - 2
Count of tool warnings - 32
Hold buffer count at CTS - 0
DRT iter0 DRCs - 3
Initial Util - 13.1%
Final hold vios - 0
Finished Core Util - 26.0%
Biggest area cells - fa_1, buf_4, xor3_1
Crit path DAT - 8490 ps
# DRC - 0
Cell Area, Synth - 448 um2
Grt ovf - 0
Final HPWL DP - 1.50 mm
Netlist cell types - 5
Max-slew headroom at the worst pin - 92.1%
DR WL met3 - 528 um
Via density - 3.18
Measured slew at the worst slew-check pin - 118 ps
Drt total wl - 1.51 mm
Max Used Layer - met3
First-pass GRT wire length - 2.39 mm
Vias in the first global route - 457
Worst setup path category - in -> out
Lkg Pwr - 0.333 nW
Routed via count - 366
Worst Hold Depth - 5
Antenna viol nets, final - 0
Design area - 888 um2
Mapped Avg Cell Area - 12.4 um2
N_diodes - 0
Tcrit/Tclk final - 97.9%
Total GRT Usage - 4.72%
Wl on met1 - 599 um
F_max - 93.7 MHz
Final Critical Period - 10,670 ps
Max VDD drop - 0.0190 mV
Final slew viol count - 0
Status - finished, final reports clean
==> worst max-delay path, stage by stage <==
cell and delay, ps:
clkdlybuf4s50_1 410, ha_1 200, inv_1 60, fa_1 150, inv_1 50, fa_1 370, fa_1 390, fa_1 390
fa_2 350, fa_2 350, fa_2 340, fa_2 340, fa_1 390, fa_2 350, fa_1 380, fa_2 350
fa_1 380, fa_1 380, xor3_1 200, clkdlybuf4s50_1 470
==> layout make-up <==
cell class                      count  area, um2
Tap cell                           46       57.6
Multi-Input combinational cell     16        332
Fill cell                         376       2530
Inverter                            5       18.8
Timing Repair Buffer               48        480
==> through the flow <==
stage | setup WS, ps | total power (W)
floorplan | 1020 | 0.0000223
global placement | -35.8 | 0.0000482
finish | 228 | 0.0000479
CTS | 19.1 | 0.0000488
detailed placement | -66.6 | 0.0000481
global route | 9.66 | 0.0000537
==> per-layer routing <==
| layer | track usage [%] | up-vias |
|---|---|---|
| li1 | - | 156 |
| met5 | 0 | - |
| met4 | 0 | 0 |
| met1 | 5.61 | 162 |
| met3 | 6.25 | 0 |
| met2 | 5.22 | 48 |
==> synth_stat cells <==
master	count
buf_4	15
inv_1	5
fa_1	14
ha_1	1
xor3_1	1
==> power by group <==
group	internal, W	switching (W)	total (W)	leakage, nW
Combinational	0.0000357	0.0000122	0.0000479	0.333
Clock	0	0	0	0
Sequential	0	0	0	0
Total	0.0000357	0.0000122	0.0000479	0.333
==> repair_timing <==
action,CTS,global route
gates resized,2,4
setup buffers,0,0
setup endpoints to repair,1,2
==> worst max path at each step <==
| stage | cells after the start | from | end | slack (ps) |
|---|---|---|---|---|
| finish | 20 | a[15] | out[0] | 230 |
| global route | 20 | a[15] | out[0] | 10 |
| CTS | 20 | a[15] | out[0] | 20 |
==> cell families after synthesis <==
kind of cell and share of synthesized area, %:
buf+inv 29.3, xor+xnor 5.31, fa+ha+maj 65.4
Power is estimated from default activity; no workload was simulated.
