**flow/run.sh**
```bash
#!/bin/bash
# OpenROAD 26Q1-2900-gdf79404cd8, Yosys 0.63+post, stock flow scripts
make -C /OpenROAD-flow-scripts/flow DESIGN_CONFIG=/design/flow/config.mk WORK_HOME=/design/flow/orfs finish
```
**flow/constraint.sdc**
```tcl
current_design my_inc16

set clk_period 5.7
set clk_io_pct 0.2

create_clock -name clk0 -period $clk_period

set non_clock_inputs [all_inputs -no_clocks]
set_input_delay [expr $clk_period * $clk_io_pct] -clock clk0 $non_clock_inputs
set_output_delay [expr $clk_period * $clk_io_pct] -clock clk0 [all_outputs]
```
**flow/design.v**
```verilog
module my_fullinc (input a, b,
                   output sum, carry);
   bit                    c;
   xor (c, a, b);
   not (sum, c);
   or (carry, a, b);
endmodule
module my_inc16 (input shortint in,
                 output shortint out);
   bit                           carry0,
                                 carry1,
                                 carry2,
                                 carry3,
                                 carry4,
                                 carry5,
                                 carry6,
                                 carry7,
                                 carry8,
                                 carry9,
                                 carry10,
                                 carry11,
                                 carry12,
                                 carry13;
   not (out[15], in[15]);
   my_fullinc f0(in[14], in[15], out[14], carry0),
     f1(carry0, in[13], out[13], carry1),
     f3(carry1, in[12], out[12], carry2),
     f4(carry2, in[11], out[11], carry3),
     f5(carry3, in[10], out[10], carry4),
     f6(carry4, in[9], out[9], carry5),
     f7(carry5, in[8], out[8], carry6),
     f8(carry6, in[7], out[7], carry7),
     f9(carry7, in[6], out[6], carry8),
     f10(carry8, in[5], out[5], carry9),
     f11(carry9, in[4], out[4], carry10),
     f12(carry10, in[3], out[3], carry11),
     f13(carry11, in[2], out[2], carry12),
     f14(carry12, in[1], out[1], carry13);
   xor (out[0], in[0], carry13);
endmodule
```
**flow/config.mk**
```make
export PLATFORM = sky130hd
export DESIGN_NAME = my_inc16
export DESIGN_NICKNAME = my_inc16
export VERILOG_FILES = /design/flow/design.v
export SDC_FILE = /design/flow/constraint.sdc
export NUM_CORES = 4
export LEC_CHECK = 1
export CORE_AREA = 10 10 70 70
export DIE_AREA = 0 0 80 80
```
==> results.txt <==
Area grow syn2layout: 94.0%
Filler instances: 373
Tool warnings: 32
All-Layer GR Usage: 3.00%
RSZ-0062 raised after global routing: false
Share of cells above drive strength 1: 17.1%
Max Freq: 180 MHz
HPWL after detailed placement: 893 um
CP Capture Type: output pin
Critical path arrival: 4430 ps
Die X-Extent: 80 um
YS chip area: 398 um2
Final setup fails: 0
Largest net degree at the start of global routing: 3
Drt total wl: 994 um
GPL Wtd Cong: 0.807
Fin. max-slew vios: 0
Drt initial violations: 2
Syn Std Cell Area: 398 um2
Yosys warns: 0
Post-Syn Area per Cell: 6.86 um2
Post-Layout Cell Count: 122
First-pass GRT wire length: 1620 um
Mux cell area share: 0%
Core ar.: 3420 um2
DR vias: 340
Max-Cap Viols: 0
WHS Path Cells: 3
Met3 Usage GRT: 1.82%
Tmin final: 5570 ps
Rel. slew slack: 90.9%
I/O Pins: 32
Met1 Track Usage GR: 4.15%
Setup WS pre-CTS: -260 ps
Vias per cell: 2.79
Critical Path Fanout Max: 2
Hold Fails Final Rpt: 0
Clkbuf count: 0
Antenna diode count: 0
Chip Area: 6400 um2
# Cells Yosys: 58
Die height: 80 um
Row Count: 21
Top non-seq family: buffers and inverters
Final setup TNS: 0 ps
Run status: finished, final reports clean
GR met2 Demand/Resource: 4.09%
Seq/Total Area, Yosys: 0%
DR pass1 iterations: 2
GRT overflow: 0
Actual slew at the worst max-slew pin: 136 ps
And+or+nand+nor area frac: 0%
Crit path required time: 4560 ps
Cts hold-fix bufs: 0
GRT busiest layer: met1
# Post-CTS Setup Buffers: 0
Post-layout period usage: 97.7%
Setup CP Type: in -> out
Commonest Layout Cell: clkdlybuf4s50_1
Final ANT Viol Nets: 0
AO/OA Area Share: 0%
Initial Utilization: 11.6%
Flip-flops: 0
Xor+xnor area frac: 2.20%
Pwr Density: 47.3 nW/um2
HP Class: in -> out
Vias in the first global route: 376
MI comb area: 287 um2
Wirelength per Cell: 8.15 um
Most numerous logic cells after layout: clkdlybuf4s50_1 (31), inv_1 (29), ha_4 (7), ha_2 (6)
Distinct lib cells: 4
Remaining DRCs: 0
Port Buffers: 32
Initial antenna violation count: 0
Synthesized netlist cell count: 58
Final worst setup slack: 130 ps
Maximum VDD drop: 19.2 uV
Sequential Area: 0 um2
Adder-cell share of the synthesized area: 44.0%
Worst setup SP type: input pin
Leak pwr: 0.388 nW
Placed insts: 122
## Yosys cell counts
cell / instances / area share (%)
buf_4: 14 / 26
ha_1: 14 / 44
inv_1: 29 / 27
xnor2_1: 1 / 2.2
## layer usage
| layer | vias up | share of wire, % |
|---|---|---|
| li1 | 181 | - |
| met1 | 130 | 51 |
| met2 | 29 | 30 |
| met3 | 0 | 19 |
| met4 | 0 | 0 |
| met5 | - | 0 |
## critical path, stage by stage
cell and delay (ps):
clkdlybuf4s50_1 450, inv_1 50, ha_2 190, ha_4 160, ha_4 150, ha_4 150
ha_4 150, ha_4 150, ha_4 150, ha_2 160, ha_2 160, ha_1 170
ha_2 160, ha_2 160, ha_2 180, ha_4 200, inv_1 40, clkdlybuf4s50_1 460
## timing repair
action                     in CTS  in global routing
setup endpoints to repair       3                  1
pin swaps                       1                  1
resized                        14                  6
## final timing paths
| path | endpoint | slack (ps) | startpoint |
|---|---|---|---|
| worst min-delay path | out[0] | 3060 | in[0] |
| worst max-delay path | out[1] | 130 | in[15] |
## report_power, final
part	switching, W	total (W)	internal (W)
Clock	0	0	0
Combinational	0.0000100	0.0000365	0.0000265
Sequential	0	0	0
Total	0.0000100	0.0000365	0.0000265
## per-stage QoR
step	cell area (um2)	hold WS [ps]	power [W]	utilization (%)
finish	772	3060	0.0000365	22.6
global route	772	3090	0.0000417	22.6
CTS	724	3060	0.0000354	21.2
detailed placement	671	3200	0.0000335	19.6
global placement	671	3190	0.0000331	19.6
floorplan	398	2300	0.0000150	-
## layout make-up
type,count,area share [%]
multi-input combinational,15,37.1
timing repair buffer,32,41.3
tap,46,7.46
inverter,29,14.1
## logic make-up (layout without fill, tap and decap cells)
family | Yosys count | count (layout)
XOR/XNOR | 1 | 1
buffers and inverters | 43 | 61
adder cells (fa/ha/maj) | 14 | 14
Power is estimated from default activity; no workload was simulated.
